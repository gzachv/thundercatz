### flow/config.mk
export PLATFORM = sky130hd
export DESIGN_NAME = EqualizerLoopBack
export DESIGN_NICKNAME = EqualizerLoopBack
export VERILOG_FILES = /design/flow/design.v
export SDC_FILE = /design/flow/constraint.sdc
export NUM_CORES = 4
export LEC_CHECK = 1
export CORE_UTILIZATION = 30
export SYNTH_HDL_FRONTEND = slang
### flow/constraint.sdc
current_design EqualizerLoopBack

set clk_period 6.9
set clk_io_pct 0.2

create_clock -name clk0 -period $clk_period [get_ports {clk}]

set non_clock_inputs [all_inputs -no_clocks]
set_input_delay [expr $clk_period * $clk_io_pct] -clock clk0 $non_clock_inputs
set_output_delay [expr $clk_period * $clk_io_pct] -clock clk0 [all_outputs]
### flow/design.v
module EqualizerLoopBack (LRCLK, SCL, MCLK, RSTn, SDin,
						  SDout, RST_n, clk);
input RST_n,	 
	  clk;		 
input SDout;	 
output LRCLK, 
	   SCL, 
	   MCLK,
	   RSTn, 
	   SDin;	 
wire rst_n;						 
wire [15:0] w_lft_in, w_rht_in;	 
wire valid;						 
wire select;					 
logic [15:0] lft_out, rht_out;	 
reset_synch irst_sync   ( .rst_n(rst_n), .RST_n(RST_n), .clk(clk) );
codec_intf  iCODEC_intf ( .lft_in(w_lft_in), .rht_in(w_rht_in),
						  .valid(valid), 
						  .LRCLK(LRCLK), .SCLK(SCL), .MCLK(MCLK),
						  .RSTn(RSTn), .SDin(SDin), .SDout(SDout), 
						  .lft_out(lft_out), .rht_out(rht_out),
						  .clk(clk), .rst_n(rst_n) );
posedgeDetect iedgeDet  ( .sig_posedge(select), .sig(valid), .clk(clk));
always_ff @(posedge clk) begin
	if (select) begin
		lft_out <= w_lft_in;
		rht_out <= w_rht_in;
	end else begin
		lft_out <= lft_out;
		rht_out <= rht_out;
	end		
end
endmodule
module codec_intf(clk, rst_n, LRCLK, SCLK, MCLK, RSTn, SDout, SDin, valid, lft_in, rht_in, lft_out, rht_out);
input  clk, rst_n, SDout;
input [15:0] lft_out, rht_out;
output LRCLK, SCLK, MCLK, RSTn, valid, SDin;
output [15:0] lft_in, rht_in;
reg    LRCLK, SCLK, MCLK, RSTn, SDin, valid;
reg [9:0] lrclk_cnt;
reg [10:0] rst_cnt;  
reg [15:0] lft_in, rht_in, lft_out, rht_out, shift_out, shift_in, lft_buff, rht_buff, hold_lft, hold_rht;
logic assert_reset, LRCLK_rise, SCLK_rise, LRCLK_fall, SCLK_fall, set_valid;
typedef enum reg {RESET, CLOCK} state_t;
state_t state, nxt_state;
always_ff@(posedge clk, negedge rst_n) begin
  if(!rst_n)
    state <= RESET;
  else
    state <= nxt_state;
end
always_ff@(posedge clk, negedge rst_n) begin
  if(!rst_n)
    lrclk_cnt <= 10'h200;
  else
    lrclk_cnt <= lrclk_cnt + 1;
end
always_ff@(posedge clk, negedge rst_n) begin
  if(!rst_n)
    RSTn <= 0;
  else if(assert_reset)
    RSTn <= 0;
  else
    RSTn <= 1;
end
always_ff@(posedge clk, negedge rst_n) begin
  if(!rst_n)
    lft_buff <= 16'h0000;
  else if(set_valid)
    lft_buff <= lft_out;
end
always_ff@(posedge clk, negedge rst_n) begin
  if(!rst_n)
    rht_buff <= 16'h0000;
  else if(set_valid)
    rht_buff <= rht_out;
end
always_ff@(posedge clk, negedge rst_n) begin
  if(!rst_n)
    valid <= 0;
  else if(set_valid)
    valid <= 1;
  else if(SCLK_fall)
    valid <= 0;
end
always_ff@(posedge clk, negedge rst_n) begin
  if(!rst_n)
    shift_out <= 16'h0000;
  else if(LRCLK_rise)
    shift_out <= lft_buff;
  else if(LRCLK_fall) 
    shift_out <= rht_buff;
  else if(SCLK_fall)
    shift_out <= {shift_out[14:0], 1'b0};
end
always_ff@(posedge clk, negedge rst_n) begin
  if(!rst_n)
    shift_in <= 16'h0000;
  else if(SCLK_rise)
    shift_in <= {shift_in[14:0], SDout};
end
always_ff@(posedge clk, negedge rst_n) begin
  if(!rst_n)
    hold_lft <= 16'h0000;
  else if(LRCLK_fall)
    hold_lft <= shift_in;
end
always_ff@(posedge clk, negedge rst_n) begin
  if(!rst_n)
    hold_rht <= 16'h0000;
  else if(LRCLK_rise)
    hold_rht <= shift_in;
end
assign LRCLK = lrclk_cnt[9];  
assign SCLK = lrclk_cnt[4];  
assign MCLK = lrclk_cnt[1];  
assign LRCLK_rise = (lrclk_cnt == 10'h1ff);  
assign LRCLK_fall = (lrclk_cnt == 10'h3ff);  
assign SCLK_rise = (lrclk_cnt[4:0] == 5'h0f);  
assign SCLK_fall = (lrclk_cnt[4:0] == 5'h1f);  
assign set_valid = (lrclk_cnt == 10'h1ef);  
assign SDin = shift_out[15];  
assign lft_in = hold_lft;  
assign rht_in = hold_rht;  
always_comb begin
  assert_reset = 1;
  nxt_state = RESET;
  case(state)
    RESET: begin
      if(!rst_n)
	nxt_state = RESET;
      else if(lrclk_cnt == 10'h1ff) 
	nxt_state = CLOCK;
    end
    CLOCK: begin
      assert_reset = 0;
      if(!rst_n)
	nxt_state = RESET;
      else
	nxt_state = CLOCK;
    end
  endcase
end
endmodule
module posedgeDetect(sig_posedge, sig, clk);
output sig_posedge;	 
input sig;			 
input clk;			 
reg FF1, FF2, FF3;
always @(posedge clk) begin
	FF1 <= sig;
	FF2 <= FF1;	 
	FF3 <= FF2;	 
end
assign sig_posedge = FF2 && ~FF3;
endmodule
module reset_synch(rst_n, RST_n, clk);
input RST_n;	 
input clk;		 
output rst_n;	 
reg FF1;	 
reg FF2;	 
always @(negedge clk, negedge RST_n) begin
	if (!RST_n)
		begin
			FF1 <= 1'b0;
			FF2 <= 1'b0;
		end
	else
		begin
			FF1 <= 1'b1;
			FF2 <= FF1;	
		end
end
assign rst_n = FF2;
endmodule 
### flow/run.sh
#!/bin/bash
# OpenROAD 26Q1-2900-gdf79404cd8, Yosys 0.63+post, stock flow scripts
make -C /OpenROAD-flow-scripts/flow DESIGN_CONFIG=/design/flow/config.mk WORK_HOME=/design/flow/orfs finish
==> impl.org <==
#+TITLE: Synthesis and PnR summary

** Status
- The run finished with clean final reports.

** Clock tree
- At the later pin of the worst-skew pair, clock insertion delay measures 0.40 ns.
- Root buffer cell :: sky130_fd_sc_hd__clkbuf_16
- Hold buffer count at cts :: 0
- TritonCTS built the clock tree.
- CTS reports a maximum clock tree buffer depth of 2.
- Clock sink count :: between 100 and 150
- Clock buffers created by TritonCTS :: 17
- Number of instances resized during post-cts repair :: 0
- Setup Buffers After CTS :: 0
- Clock H-tree levels :: 4
- Clock Pin Slew Worst Setup and Hold Paths :: 0.04 ns

** Worst hold path
- Instance count along the most critical hold path :: 0
- Endpoint, Worst Hold :: irst_sync.rst_n
- The path class of the tightest hold or removal check is register to register.
- STA lists the startpoint of the worst hold path as irst_sync.FF1.

** Critical path
- In the setup report, the worst path falls into the class primary input to asynchronous set/reset pin.
- Biggest cell delay along the critical path :: 0.49 ns
- The timing report notes that buffer and inverter cells on the critical path total 1.
- Worst path cell trace :: clkdlybuf4s50_1
- Endpoint type of the worst setup path :: asynchronous set/reset pin
- Highest net fanout along the worst path :: 2
- The cell family contributing the most delay on the critical path is buffers and inverters.
- The OpenROAD report gives the critical path a data arrival time of ~1.9 ns.
- The worst register-to-register path begins at irst_sync.rst_n.
- Worst endpoint required time :: 4.13 ns
- Worst-case reg-to-reg path depth :: 2
- R2r setup slk :: 2.31 ns
- STA classifies the critical path startpoint as a primary input.
- For the worst reg-to-reg path, the endpoint reported by OpenROAD is iCODEC_intf.state.
- Critical Path Source :: RST_n
- The critical path's slowest stage uses the library cell sky130_fd_sc_hd__clkdlybuf4s50_1.

** Synth
- Yosys cell count :: 323
- Yosys mapped a number of flops with a built-in enable equal to 32.
- Top-count cell post-synth :: sky130_fd_sc_hd__dfrtp_1
- The most used flip-flop cell after synthesis is sky130_fd_sc_hd__dfrtp_1.
- Most frequent cells after synthesis :: 108 x sky130_fd_sc_hd__dfrtp_1, 58 x sky130_fd_sc_hd__mux2_2, 47 x sky130_fd_sc_hd__mux2i_1
- Leading area contributor after synthesis :: sky130_fd_sc_hd__dfrtp_1
- Sequential fraction of the synthesis area :: 67.6%
- The top cell type by area accounts for 48.1% of the synthesized area.
- After synthesis the netlist holds a flip-flop and latch count of 146.
- During synthesis, Yosys emitted a total of 0 warnings.
- Number of distinct library cells after synthesis :: 36
- Share of flip-flops with an asynchronous set or reset :: 76.0%
- The mapped netlist covers around 5600 µm².
- For reference, the top cells by area after synthesis are sky130_fd_sc_hd__dfrtp_1 48%, sky130_fd_sc_hd__edfxtp_1 17%, sky130_fd_sc_hd__mux2_2 12%.
- Yosys stat area :: approximately 5600 µm²
- Post-synthesis cell count :: 323
- A synthesized cell averages 17.4 µm².

** Job
- OpenROAD emitted warnings numbering 26.
- Reported max-cap violation count :: 0

** Detailed routing
- Once detail routing completed, the nets flagged for antenna violations numbered 0.
- Via/cell ratio :: around 4.3
- Routed Wire Length :: 7920 µm
- DRC Markers :: 0
- Average routed wire per standard cell :: 13.6 µm
- Routed via count :: 2,533
- Ant diodes :: 0
- The pre-antenna-repair detailed-routing pass consisted of 4 iterations.
- The violation tally recorded at the end of detailed-routing iteration 0 is 132.

** Final layout
- Fraction of final layout cells with drive strength greater than 1 :: 33.1%
- Per the layout area report, the combinational gate area comes to around 1700 µm².
- Number of fillers in the final layout :: 1,660
- Synthesis-to-finish area growth :: 16.1%
- The sequential cells in the finished layout cover a total of between 3000 and 4000 µm².

** Final timing
- Summed over all failing endpoints, the final setup total negative slack is 0 ns.
- The slew check shows that the tightest pin keeps a relative margin of about two fifths.
- Hold is met by around 0.30 ns.
- Final setup skew :: 0.0205 ns
- Setup repair after global routing missed its margin :: no
- Final setup violation count :: 0
- The final hold violation count recorded for this run is 0.
- For the pin with the worst max-slew slack, the measured transition is 0.871 ns.
- Final Max Slew Viols :: 0

** Floorplan
- Overall die height :: about 140 µm
- The floorplan step defined a core boundary enclosing approximately 18,000 µm².
- Per the OpenROAD floorplan log, the area of the die is 19,300 µm².
- The initial utilization of the core area, before any placement, comes to roughly 31%.
- Num rows :: 49
- According to the floorplan report, the die width is around 140 µm.
- I/O pin count :: 8

** Power
- Leakage power total :: around 0.003 µW
- Power per standard cell area :: around 280 nW/µm²
- VDD sags by at most 0.128 mV.

** Global route
- The number of antenna violations at the first check in global routing was 0.
- Number of global-route vias before repair :: 2,791
- The first global-routing pass estimated 14,000 µm of wire.
- Entering global routing, the biggest net connects 66 pins.
- For this run, the total global-route usage over all layers was measured as 9.32%.
- After global routing the overflow that remains totals 0.

** Place
- Detailed placement finished with a half-perimeter wire length of 4670 µm.
- The placement summary gives the final routability congestion estimate as 0.717.
- Port buffering added 7 buffers.
-- state kept, by name, indices dropped and copies added, names as in the netlist, 16 cells and up --
register / cells
iCODEC_intf.shift_out: 16
iCODEC_intf.rht_buff: 16
iCODEC_intf.rht_in: 16
iCODEC_intf.shift_in: 16
iCODEC_intf.lft_buff: 16
iCODEC_intf.lft_in: 16
rht_out: 16
lft_out: 16
-- metal layers --
| layer | routed length, µm | share of wire (%) | track usage, % |
|---|---|---|---|
| met1 | 3810 | 48 | 13.6 |
| met2 | 3820 | 48 | 15.1 |
| met3 | 174 | 2.2 | 2.04 |
| met4 | 119 | 1.5 | 1.70 |
| met5 | 0 | 0 | 0 |
-- power breakdown --
| part | internal [µW] | switching [µW] |
|---|---|---|
| Clock | 596 | 310 |
| Sequential | 881 | 0.503 |
| Combinational | 2.15 | 12.3 |
-- how the worst max path moves through the flow --
| stage | end | slack (ns) | cells past startpoint |
|---|---|---|---|
| 6_report | irst_sync.rst_n | 2.26 | 1 |
| 4_1_cts | irst_sync.rst_n | 2.26 | 1 |
| 5_1_grt | iCODEC_intf.shift_out[9] | 2.20 | 1 |
-- cell type report --
class / count / area share, %
Sequential cell: 146 / 58.2
Multi-Input combinational cell: 159 / 26.3
Clock buffer: 26 / 7.49
Tap cell: 229 / 4.39
Timing Repair Buffer: 13 / 1.76
Clock inverter: 6 / 1.61
Inverter: 4 / 0.230
-- layout by cell type, fill, tap and decap left out, drive strengths merged --
cell / count
inv: 4
mux2: 80
nor2: 3
nand4: 4
nor3: 1
dfstp: 1
and4: 2
o21ai: 1
conb: 1
nand3: 5
nand2b: 1
o21a: 1
nand2: 1
xor2: 2
buf: 6
bufinv: 3
ha: 3
and3: 1
clkbuf: 26
dfrtn: 2
dfxtp: 3
edfxtp: 32
dfrtp: 108
mux2i: 47
clkinv: 3
xnor2: 5
nor2b: 1
clkdlybuf4s50: 7
-- kinds of logic (layout without fill, tap and decap cells) --
logic type / after synthesis / count (layout) / synth area share (%)
AOI/OAI and AO/OA: 2 / 2 / 0.222
xor gates and xnor gates: 7 / 7 / 1.09
adders and majority gates: 3 / 3 / 0.667
buffers and inverters: 18 / 49 / 1.96
DFF: 146 / 146 / 67.6
muxes: 127 / 127 / 25.7
other: 1 / 1 / 0.0667
and+or+nand+nor: 19 / 19 / 2.78
-- metrics by stage --
step / util [%] / instances / total power (µW) / instance area (µm²) / setup WS, ns
3_3_place_gp: 32.7 / 551 / 912 / 5930 / 1.85
2_1_floorplan: - / 323 / 906 / 5620 / 0.0379
3_5_place_dp: 32.7 / 551 / 912 / 5930 / 1.84
4_1_cts: 36.0 / 583 / 1830 / 6530 / 2.26
5_1_grt: 36.0 / 583 / 1870 / 6530 / 2.20
6_report: 36.0 / 583 / 1800 / 6530 / 2.26
Power and IR drop assume default switching activity.
